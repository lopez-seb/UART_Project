### config.mk
export PLATFORM = sky130hd
export DESIGN_NAME = TOP
export DESIGN_NICKNAME = TOP
export VERILOG_FILES = /design/flow/design.v
export SDC_FILE = /design/flow/constraint.sdc
export NUM_CORES = 4
export LEC_CHECK = 1
export CORE_UTILIZATION = 50
### constraint.sdc
current_design TOP

set clk_period 3.1
set clk_io_pct 0.2

create_clock -name clk0 -period $clk_period [get_ports {CLK}]

set non_clock_inputs [all_inputs -no_clocks]
set_input_delay [expr $clk_period * $clk_io_pct] -clock clk0 $non_clock_inputs
set_output_delay [expr $clk_period * $clk_io_pct] -clock clk0 [all_outputs]
### design.v
`timescale 1ns / 1ps
module TOP(
    input signal,
    input CLK, RST,
    output signal_out
    );
wire [7:0] data;
wire start;
wire finish;
UART_rx rx1 (
            .CLK(CLK),
            .RST(RST),
            .signal(signal),
            .rom(data),
            .start(start),
            .finish(finish)
            );
UART_tx tx1 (
            .CLK(CLK),
            .RST(RST),
            .rom(data),
            .start(start),
            .sig_out(signal_out),
            .finish(finish)
            );
endmodule
`timescale 1ns / 1ps
module UART_rx#(
            parameter WL = 8
                )(
            input signal, CLK, finish, RST,
            output reg [13:0] count,
            output reg [WL-1:0] rom,
            output reg [3:0] x,
            output reg [1:0] state,
            output reg start
                );
localparam UART = 10418;
localparam hAdj = UART/2;
localparam fAdj = UART;
parameter s1 = 2'b00; parameter s2 = 2'b01;
parameter s3 = 2'b10; parameter s4 = 2'b11;
always @(posedge CLK) begin
    if(RST)begin
        state <= s1;
        start <= 0;
        count <= 0;
        x <= 0;
        end
    else begin
    case(state)
        s1: begin
                if(!signal)begin
                    count <= 0;
                    state <= s2;
                    end
                else if (finish) start <= 0;
            end
        s2: begin
                if(count==fAdj)begin
                    count <= 0;
                    x <= 0;
                    state <= s3;
                    end
                else count <= count +1;
            end
        s3: begin
                if(count==hAdj)begin
                    rom[x] <= signal;
                    x <= x + 1;
                    count <= count +1;
                    end
                else if(count==fAdj)begin
                    if(x==7)begin
                        count <= 0;
                        state <= s4;
                        end
                    else count <= 0;
                    end
                else count <= count +1;
            end
        s4: begin
                start <= 1;
                state <= s1;
            end
        endcase
    end
end
endmodule
`timescale 1ns / 1ps
module UART_tx#(
        parameter WL = 8
                )(
            input CLK, RST, start,
            input [WL-1:0] rom,
            output reg finish, 
            output reg [1:0] state,
            output reg sig_out         
                );
reg [13:0] count;
reg [2:0] x;
localparam bode = 10418;
parameter s1 = 2'b00;   parameter s2 = 2'b01;
parameter s3 = 2'b10;   parameter s4 = 2'b11;
always @(posedge CLK) begin
    if(RST)begin
        count <= 0;
        finish <= 1;
        state <= s1;
        x <= 0;
    end
    else begin
        case(state)
            s1: begin
                    count <= 0;
                    x <= 0;
                    if(start) state <= s2;
                    else sig_out <= 1;
                end
            s2: begin
                if(count==bode)begin
                    count <= 0;
                    state <= s3;
                    end
                else begin 
                    count <= count +1;
                    sig_out <= 0;
                    end
                end
            s3: begin
                    if(count==bode)begin
                        if(x==7)state <= s4;
                        else begin
                            x <= x + 1;
                            count <= 0;
                            end
                        end
                    else begin
                        sig_out <= rom[x];
                        count <= count +1;
                        end
                end
            s4: begin
                    sig_out <= 1;
                    finish <= 1;
                    state <= s1;
                end
        endcase
        end
end
endmodule
### run.sh
#!/bin/bash
# OpenROAD 26Q1-2900-gdf79404cd8, Yosys 0.63+post, stock flow scripts
make -C /OpenROAD-flow-scripts/flow DESIGN_CONFIG=/design/flow/config.mk WORK_HOME=/design/flow/orfs finish
==> run summary <==
count of library flops with an enable pin - 9
Pleak - 0.988 nW
hold crit path type - reg -> reg
Worst Path Arrival - 2.44 ns
R2R Setup Slk - 0.88 ns
Slew headroom - 59.3%
share of cells above drive strength 1 - 8.36%
largest net degree at the start of global routing - 20
fin util - 55.3%
Crit. End Element - register
Max Fclk - 0.449 GHz
Die X - 77.4 microns
number of diodes - 0
Crit Path Max Fanout - 14
Fin. Hold Viols - 0
number of setup buffers added after CTS - 0
Async SR Flop Fraction - 0%
Die Height - 77.4 microns
Pre-Place Util - 51.9%
CP startpoint kind - register
yosys cell count - 320
Power Density - 382 mW/mm^2
Synth area leader - dfxtp_1
cts hold-fix bufs - 0
vias in the first global route - 1,977
yosys stat chip area - 0.00284 sq mm
RSZ-0062 raised after global routing - false
Post-Synthesis Cells - 320
Worst-path clk slew - 0.10 ns
Top delay family on crit path - AND-OR/OR-AND gates
Vias - 2,229
Least-Margin Pin Slew - 0.610 ns
Non-Filler Instances - 395
biggest area cells - dfxtp_1 31%, edfxtp_1 9.5%, nor2_1 5.8%, ha_1 5.3%, nand2_1 3.8%
initial antenna violation count - 0
DRT Wirelength - 5490 microns
Sum Neg Setup Slack - 0 ns
PortBufs - 3
tool warnings - 32
Buffers & Inverters on Critical Path - 0
clock skew - 0.00882 ns
Worst EP required - 3.32 ns
Max-cap violations - 0
Crit-path slowest cell - o21ai_2
Max stage delay on crit path - 0.61 ns
clk latency of the worst-skew pair - 0.31 ns
Critical R2R Launch - tx1.count[1]
Synthesis Warnings - 2
sequential element share of the synthesized area - 40.5%
CP Class - reg -> reg
grt ovf - 0
worst reg2reg endpoint - tx1.count[5]
post-CTS sizing - 0
routability cong. - 0.836
Detailed Route Iter0 Violations - 162
syn avg cell area - 8.87 sq um
fin crit period - 2.22 ns
predominant post-synthesis flop cell - dfxtp_1
CTS root buf - clkbuf_8
cell chain of the critical path - ha_1, nor3b_1, nand4_1, o21ai_2, nor2_1, a211oi_1
status - complete, no violations
Max clock buf depth - 2
final tally of setup violations - 0
Layout area overhead - 6.65%
Die Size - 0.00598 sq mm
dpl ws - 0.699 ns
Via-to-Cell Ratio - 5.64
core box area - 0.00547 sq mm
IO Pins - 4
hold path startpoint - tx1.state[3]
drt drc - 0
Peak VDD IR - 0.237 mV
Synth cell types - 54
CTS tree - built
post-layout period usage - 71.8%
ys flops - 53
CTS Buf Count - 5
First-pass DRT Iterations - 4
Worst Reg-to-Reg Cells - 6
row cnt - 27
hold path cells - 2
H-tree depth - 2
gr usage total - 20.5%
Mapped Area - 0.00284 sq mm
share of the synthesized area in the top cell type - 31.0%
# placed instances - 387
DRT antenna net count - 0
CTS Sinks - 53
top cells by count, synth - 44 x dfxtp_1, 44 x nor2_1, 29 x nand2_1, 16 x a21oi_1
HPWL Detailed - 3890 microns
final worst slack - 0.875 ns
first-pass GRT wire length - 9620 microns
drt wl/cell - 13.9 microns
Min-Delay Endpoint - tx1.state[0]
Slew Limit Fails - 0
tightest hold or removal path, delay by kind of cell (launching register included):
kind | cells | cell delay (ns)
simple gates | 1 | 0.04
flops | 1 | 0.35
compound gates | 1 | 0.05
flip-flops by register name, indices dropped and copies added (netlist names), 3 cells and up:
signal     flops
rx1.count     14
tx1.count     14
rx1.rom        8
rx1.state      4
rx1.x          4
tx1.state      4
tx1.x          3
final cells by class:
| type | count | area (sq um) |
|---|---|---|
| Clock buffer | 5 | 68.8 |
| Clock inverter | 3 | 22.5 |
| Fill cell | 533 | 2440 |
| Inverter | 10 | 37.5 |
| Multi-Input combinational cell | 245 | 1600 |
| Sequential cell | 53 | 1150 |
| Tap cell | 72 | 90.1 |
| Timing Repair Buffer | 7 | 60.1 |
layout by cell type (no fill, tap or decap), types with 4 or more instances in the layout:
| master | netlist | final |
|---|---|---|
| nand2b_1 | 6 | 6 |
| a21oi_1 | 16 | 16 |
| xor2_1 | 6 | 6 |
| xnor2_1 | 10 | 10 |
| buf_4 | 1 | 4 |
| a22o_1 | 4 | 4 |
| and2_1 | 4 | 4 |
| nor2_1 | 44 | 44 |
| nor3_1 | 14 | 14 |
| a31oi_1 | 5 | 5 |
| ha_1 | 12 | 12 |
| dfxtp_1 | 44 | 44 |
| edfxtp_1 | 9 | 9 |
| nand2_1 | 29 | 29 |
| or3_1 | 5 | 5 |
| nand3_1 | 14 | 14 |
| nand4_1 | 13 | 13 |
| o21ai_0 | 5 | 5 |
| inv_1 | 10 | 10 |
| clkbuf_8 | 0 | 5 |
| a211oi_1 | 6 | 6 |
metrics by stage:
stage | power (W) | cell area (sq um) | hold WS (ns)
finish | 0.00116 | 3030 | 0.466
global route | 0.00121 | 3030 | 0.495
CTS | 0.00118 | 3030 | 0.469
detailed placement | 0.000782 | 2940 | 0.442
global placement | 0.000782 | 2940 | 0.442
floorplan | 0.000768 | 2840 | 0.417
layer usage:
layer / global-route usage (%) / vias to the layer above / part of all wire (%)
li1: - / 1171 / -
met1: 35.2 / 1025 / 54
met2: 29.6 / 31 / 43
met3: 2.63 / 2 / 2.4
met4: 1.89 / 0 / 0.57
met5: 0 / - / 0
kinds of logic after synthesis:
kind of cell / Yosys count / share of synthesized area (%)
and+or+nand+nor: 152 / 27.8
AOI/OAI and AO/OA: 59 / 15.2
muxes: 6 / 3.08
DFF: 53 / 40.5
adders and majority gates: 12 / 5.29
xor gates and xnor gates: 16 / 4.94
buffers and inverters: 22 / 3.17
power breakdown:
part | switching (W) | leakage (nW) | internal [W]
sequential | 0.00000947 | 0.435 | 0.000707
clock | 0.000233 | 0.0364 | 0.000159
combinational | 0.0000300 | 0.516 | 0.0000188
how the worst max path moves through the flow:
stage,startpoint,endpoint,slack [ns],cells after the start
final,tx1.count[1],tx1.count[5],0.88,6
after CTS,tx1.count[1],tx1.count[5],0.91,6
after global routing,tx1.count[1],tx1.count[5],0.64,6
Power is estimated from default activity; no workload was simulated.
